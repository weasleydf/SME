### ./config.mk
export PLATFORM = sky130hd
export DESIGN_NAME = SME
export DESIGN_NICKNAME = SME
export VERILOG_FILES = /design/flow/design.v
export SDC_FILE = /design/flow/constraint.sdc
export NUM_CORES = 4
export LEC_CHECK = 1
export CORE_UTILIZATION = 40
### ./constraint.sdc
current_design SME

set clk_period 23.0
set clk_io_pct 0.2

create_clock -name clk0 -period $clk_period [get_ports {clk}]

set non_clock_inputs [all_inputs -no_clocks]
set_input_delay [expr $clk_period * $clk_io_pct] -clock clk0 $non_clock_inputs
set_output_delay [expr $clk_period * $clk_io_pct] -clock clk0 [all_outputs]
### ./design.v
module SME(clk,reset,chardata,isstring,ispattern,valid,match,match_index);
input clk;
input reset;
input [7:0] chardata;
input isstring;
input ispattern;
output reg match;
output  [4:0] match_index;
output reg valid;
parameter IDEL_MA = 4'd0, matching_MA = 4'd1, lambdPattern = 4'd2, starPattern = 4'd3, dollar = 4'd4, lambdCPR = 4'd5, UNMATCH = 4'd6;
reg isstring_R, ispattern_R, det_ispattern_R;
reg [7:0] r_string [31:0];
reg [7:0] r_pattern [7:0];
integer i;
reg [5:0] maxString, r_String_cnt;
reg [3:0] maxPattern, r_Pattern_cnt;
reg [3:0] r_SM_matching_MA;
reg [4:0] match_index_R;
assign match_index = match_index_R - maxString[4:0];
always@(posedge clk) 
begin
if(reset)begin
	isstring_R <= 0;
	ispattern_R <= 0; 
	det_ispattern_R <= 0;
	maxString <= 0; 
	r_String_cnt <= 0;
	maxPattern <= 0; 
	r_Pattern_cnt <= 0;
	r_SM_matching_MA <= 0;
	match_index_R <= 0;
	match <= 0;
	valid <= 0;
end
else begin
	isstring_R <= isstring;
	ispattern_R <= ispattern;                                           
	det_ispattern_R <= ispattern_R & !ispattern;                        
	if(isstring) begin                                                  
		r_string[31] <= chardata;                                       
		for (i=31; i>=1; i=i-1) begin                                   
			r_string[i-1] <= r_string[i];
		end
		if(!isstring_R && isstring)begin
			maxString <= 0;
		end
		else begin
			maxString <= maxString + 1;
		end
	end
	if(isstring_R && !isstring)begin
		r_String_cnt <= 6'd31 - maxString;
		maxString <= 6'd31 - maxString;
	end
	if(ispattern) begin
		r_pattern[7] <= chardata;
		for (i=7; i>=1; i=i-1) begin
			r_pattern[i-1] <= r_pattern[i];
		end
		if(!ispattern_R && ispattern)begin
			maxPattern <= 0;
		end
		else begin
			maxPattern <= maxPattern + 1;
		end
	end	
	if(ispattern_R && !ispattern)begin
		r_Pattern_cnt <= 4'd7 - maxPattern;
		maxPattern <= 4'd7 - maxPattern;
	end
	case (r_SM_matching_MA)
		IDEL_MA : 
			begin
				if(det_ispattern_R)begin
					match_index_R <= r_String_cnt;
					if(r_pattern[r_Pattern_cnt] == 94)  
						begin
							r_SM_matching_MA <= lambdPattern;
						end
					else if(r_pattern[r_Pattern_cnt] == 42) 
						begin
							r_SM_matching_MA <= starPattern;
							r_Pattern_cnt <= r_Pattern_cnt + 1;
							r_String_cnt <= r_String_cnt + 1;
						end
					else if(r_pattern[r_Pattern_cnt] == r_string[r_String_cnt] || r_pattern[r_Pattern_cnt] == 46)  
						begin
							r_SM_matching_MA <= matching_MA;
							r_Pattern_cnt <= r_Pattern_cnt + 1;
							r_String_cnt <= r_String_cnt + 1;
						end
					else
						begin
							r_SM_matching_MA <= UNMATCH;
						end
				end
			end
		matching_MA : 
			begin
				if(r_pattern[r_Pattern_cnt] == 42) 
					begin
						r_SM_matching_MA <= starPattern;
						r_Pattern_cnt <= r_Pattern_cnt + 1;
						r_String_cnt <= r_String_cnt + 1;
					end
				else if(r_pattern[r_Pattern_cnt] == 36) 
					begin
						r_SM_matching_MA <= dollar;
					end
				else if(r_pattern[r_Pattern_cnt] == r_string[r_String_cnt] | r_pattern[r_Pattern_cnt] == 46)  
					begin
						r_SM_matching_MA <= matching_MA;
						r_Pattern_cnt <= r_Pattern_cnt + 1;
						r_String_cnt <= r_String_cnt + 1;
						if(r_String_cnt == 6'd31 && r_Pattern_cnt == 6)begin
							r_String_cnt <= 6'd31;
						end
					end
				else
					begin
						r_SM_matching_MA <= UNMATCH;
						r_String_cnt <= match_index_R + 1;
						r_Pattern_cnt <= maxPattern;
					end
			end	
		lambdPattern : 
			begin
				if(r_string[r_String_cnt] == 32)
					begin
						r_SM_matching_MA <= lambdCPR;
						r_Pattern_cnt <= r_Pattern_cnt + 1;
						r_String_cnt <= r_String_cnt + 1;
					end
				else if(r_String_cnt == maxString)
					begin
						r_SM_matching_MA <= lambdCPR;
						r_Pattern_cnt <= r_Pattern_cnt + 1;
					end
				else 
					begin
						r_SM_matching_MA <= lambdPattern;
						r_String_cnt <= r_String_cnt + 1;
					end
			end	
		lambdCPR : 
			begin
				match_index_R <= r_String_cnt;
				if(r_pattern[r_Pattern_cnt] == r_string[r_String_cnt] || r_pattern[r_Pattern_cnt] == 46)begin
					r_SM_matching_MA <= matching_MA;
					r_Pattern_cnt <= r_Pattern_cnt + 1;
					r_String_cnt <= r_String_cnt + 1;
				end
				else begin
					r_SM_matching_MA <= lambdPattern;
					r_Pattern_cnt <= r_Pattern_cnt - 1;
					r_String_cnt <= r_String_cnt + 1;
				end
			end
		starPattern :
			begin
				if(r_pattern[r_Pattern_cnt] == r_string[r_String_cnt])
					begin
						r_SM_matching_MA <= matching_MA;
					end
				else if(r_pattern[r_Pattern_cnt] != r_string[r_String_cnt])
					begin
						r_SM_matching_MA <= starPattern;
						r_String_cnt <= r_String_cnt + 1;
					end
				else if(r_pattern[r_Pattern_cnt] == 46 || r_pattern[r_Pattern_cnt] == 42) 
					begin
						r_SM_matching_MA <= starPattern;
						r_Pattern_cnt <= r_Pattern_cnt + 1;
					end
			end
		dollar :
			begin
				if(r_string[r_String_cnt] == 32 || r_String_cnt == 6'd31)
					begin
						r_Pattern_cnt <= r_Pattern_cnt + 1;
					end
				else
					begin
						r_SM_matching_MA <= UNMATCH;
						r_Pattern_cnt <= maxPattern;
						r_String_cnt <= match_index_R + 1;
					end
			end
		UNMATCH : begin
			if(r_pattern[r_Pattern_cnt] == 94)  
				begin
					r_SM_matching_MA <= lambdPattern;
				end
			else if(r_pattern[r_Pattern_cnt] == r_string[r_String_cnt] | r_pattern[r_Pattern_cnt] == 46)  
				begin
					r_SM_matching_MA <= matching_MA;
					r_String_cnt <= r_String_cnt + 1;
					r_Pattern_cnt <= r_Pattern_cnt + 1;
					match_index_R <= r_String_cnt;
				end
			else
				begin
					r_SM_matching_MA <= UNMATCH;                                             
					r_String_cnt <= r_String_cnt + 1;
				end
		end
		default :
			begin
				r_SM_matching_MA <= IDEL_MA;
			end
	endcase
	match <= 0;
	valid <= 0;
	if(r_Pattern_cnt[3])
		begin
			match <= 1;
			valid <= 1;
			r_SM_matching_MA <= IDEL_MA;
			r_Pattern_cnt <= 0;
			r_String_cnt <= maxString;
			maxPattern <= 0;
		end
	else if(!r_Pattern_cnt[3] && r_String_cnt[5])
		begin
			match <= 0;
			valid <= 1;
			r_SM_matching_MA <= IDEL_MA;
			r_Pattern_cnt <= 0;
			r_String_cnt <= maxString;
			maxPattern <= 0;
		end
end
end
endmodule 
### ./run.sh
#!/bin/bash
# OpenROAD 26Q1-2900-gdf79404cd8, Yosys 0.63+post, stock flow scripts
make -C /OpenROAD-flow-scripts/flow DESIGN_CONFIG=/design/flow/config.mk WORK_HOME=/design/flow/orfs finish
==> job_summary.md <==
### Flow metrics

| Metric | Value |
|---|---|
| Crit end category | flop |
| Syn Area/Cell | 13.31 µm² |
| Input/output buffers | 18 |
| Critical Path Source | isstring |
| Core Box Area | 0.03991 mm² |
| Critical path class | primary input to flop |
| First-pass GRT wire length | 63980 µm |
| TNS Setup | 0 ps |
| CP max FO | 144 |
| Fraction of registers with async set/reset | 0% |
| Fmax | 133.6 MHz |
| YS chip area | 0.01627 mm² |
| Die Size | 0.04148 mm² |
| Synth flops | 357 |
| IR drop worst, VDD | 0.05288 mV |
| Flop area | 0.01036 mm² |
| Global Route Usage Sum | 21.92% |
| Top cell excl fill/tap | edfxtp_1 |
| Synth cell types | 91 |
| Pwr Density | 89.23 mW/mm² |
| Maxcap violations | 0 |
| Critical Path RT | 23170 ps |
| Status | finished clean |
| Register area share after synthesis | 63.62% |
| Initial DRC Count | 1041 |
| GPL Wtd Cong | 0.9290 |
| First drt pass iteration count | 6 |
| Worst hold path depth | 0 |
| Hold Fails Final Rpt | 0 |
| DP HPWL | 27100 µm |
| Diode count | 0 |
| Yosys warns | 3 |
| Vias per cell | 5.927 |
| Slowest Stage Delay on Critical Path | 770 ps |
| WP data arrival | 7650 ps |
| Rel. slew slack | 43.07% |
| Row count | 73 |
| Initial antenna violation count | 1 |
| Setup bufs post-CTS | 0 |
| Hold WC Path Type | flop to flop |
| Latency at later pin | 560 ps |
| DRC | 0 |
| Most common logic cells in the final layout | edfxtp_1 (320), mux2i_1 (61), nand2_1 (60) |
| Post-Syn Area | 0.01627 mm² |
| Slowest CP cell | clkdlybuf4s50_1 |
| Crit-path cells | clkdlybuf4s50_1 -> nor2b_4 -> buf_12 -> buf_4 -> buf_4 |
| Final instance area | 0.01819 mm² |
| Commonest flop | edfxtp_1 |
| Yosys stat cell total | 1222 |
| Routed WL | 41800 µm |
| Post-CTS Hold Buffers | 0 |
| CTS tree | yes |
| CTS H-tree lvls | 2 |
| Vias in the first global route | 10444 |
| GRT overflow | 0 |
| Post-DP Area | 0.01696 mm² |
| Post_cts resized | 0 |
| Count of library flops with an enable pin | 320 |
| Die width | 203.7 µm |
| Core Util at FP | 40.76% |
| CTS clk-pin slew, worst paths | 60 ps |
| FILL cells | 3453 |
| Die Span Y | 203.7 µm |
| CP most frequent cell | buf_4 |
| CTS sink count | 357 |
| Min Tclk post-route | 7483 ps |
| P&R area growth vs syn | 11.82% |
| Via count | 10550 |
| Final tally of setup violations | 0 |
| Routed wire per std cell | 23.48 µm |
| Final Slew Violations | 0 |
| Worst Reg-to-Reg Cells | 13 |
| Startpoint Class | primary input |
| Cell type with the largest total area | edfxtp_1 |
| R2r startpoint | r_String_cnt[4] |
| Comb gate area | 0.005429 mm² |
| ANT nets after route | 0 |
| Post-synth area hogs | edfxtp_1 (59%), dfxtp_1 (4.6%), mux2i_1 (3.8%), a21oi_1 (1.5%), ha_1 (1.5%) |
| Io pins | 19 |
| Fraction of layout cells with a size suffix above 1 | 11.00% |
| CTS max path bufs | 3 |
| Worst Hold Launch | r_string[18][7] |
| Clock Tree Root | clkbuf_16 |
| Cycle use final | 32.53% |
| Total tool warning count | 36 |
| Largest net degree at the start of global routing | 145 |
| Area leader share | 59.06% |
| Static leakage | 6.074 nW |
| Worst-Margin Slew | 853.9 ps |
| RSZ-0062 raised after global routing | false |
| Setup Skew | 34.25 ps |
| Num CTS Buffers | 38 |
| Cells after Synth | 1222 |
-- state kept, by name (all words and copies together) (netlist names) --
signal            flops
det_ispattern_R       1
ispattern_R           1
isstring_R            1
match                 1
match_index_R         5
maxPattern            4
maxString             6
r_Pattern_cnt         4
r_SM_matching_MA      7
r_String_cnt          6
r_pattern            64
r_string            256
valid                 1
-- critical path: cells and delay by family --
family | cells | cell delay [ps]
buffers and inverters | 4 | 2660
and+or+nand+nor | 1 | 280
-- kinds of logic after synthesis --
group	count (synthesis)	synth area share, %
flops	357	63.62
simple gates	321	11.27
compound gates	296	13.23
buf+inv	113	3.107
mux	82	5.391
xor+xnor	32	1.723
fa+ha+maj	21	1.661
-- per-layer routing --
layer	vias to the layer above	GRT usage [%]	wire [µm]
li1	4812	-	-
met1	5107	34.51	17650
met2	538	29.45	17880
met3	89	10.19	5034
met4	4	4.887	1169
met5	-	1.071	63
-- path summary, 6_finish.rpt --
kind | end | slack [ps]
worst max-delay path | r_string[5][0] | 15520
worst min register to register | r_string[17][7] | 430
worst min-delay path | r_string[17][7] | 430
worst max register to register | r_String_cnt[4] | 17760
-- power by group --
group / switching, mW / internal (mW) / leakage, nW / total [mW]
registers: 0.0260 / 0.735 / 3.31 / 0.761
clock network: 0.256 / 0.355 / 0.595 / 0.610
logic: 0.162 / 0.0899 / 2.17 / 0.252
total: 0.443 / 1.18 / 6.07 / 1.62
-- Yosys cell counts, types with 6 or more instances --
cell	count
and3_1	13
mux2i_1	61
buf_1	7
clkbuf_1	42
nand2_1	60
mux2_2	17
nand2b_1	12
a222oi_1	7
o21ai_0	42
nand3b_1	26
nor2b_1	17
xnor2_1	21
a31oi_1	13
nand4_1	9
a22o_1	10
a21oi_1	50
o32ai_1	9
o22ai_1	13
ha_1	20
a32o_1	7
dfxtp_1	37
buf_2	22
o211ai_1	7
o21a_1	6
edfxtp_1	320
or3b_2	8
nand3_1	41
nor2_1	55
nor4_1	9
buf_6	6
inv_1	33
nor3_1	19
xor2_1	11
a221oi_1	24
a22oi_1	29
a21o_1	8
and2_1	9
-- final cells by class --
cell class | instances | area share, %
sequential | 357 | 56.94
multi-input combinational | 752 | 29.84
clock buffer | 50 | 5.722
tap | 525 | 3.611
timing repair buffer | 45 | 2.173
clock inverter | 18 | 1.032
inverter | 33 | 0.6809
-- per-stage QoR --
stage / utilization (%) / hold WS (ps) / worst slack (ps) / total power [mW] / cells
CTS: 45.58 / 440.2 / 15460 / 1.634 / 1780
floorplan: - / 417.4 / 5963 / 0.9490 / 1222
global placement: 42.50 / 421.3 / 14930 / 1.022 / 1712
finish: 45.58 / 431.3 / 15520 / 1.623 / 1780
detailed placement: 42.50 / 427.2 / 14870 / 1.023 / 1712
global route: 45.58 / 443.1 / 15270 / 1.685 / 1780
Power and IR drop assume default switching activity.
